$ cat run.sh
#!/bin/bash
# OpenROAD 26Q1-2900-gdf79404cd8, Yosys 0.63+post, stock flow scripts
make -C /OpenROAD-flow-scripts/flow DESIGN_CONFIG=/design/flow/config.mk WORK_HOME=/design/flow/orfs finish
$ cat config.mk
export PLATFORM = sky130hd
export DESIGN_NAME = FSM_divisible_by_7
export DESIGN_NICKNAME = FSM_divisible_by_7
export VERILOG_FILES = /design/flow/design.v
export SDC_FILE = /design/flow/constraint.sdc
export NUM_CORES = 4
export LEC_CHECK = 1
export CORE_AREA = 10 10 70 70
export DIE_AREA = 0 0 80 80
$ cat constraint.sdc
current_design FSM_divisible_by_7

set clk_period 1.7
set clk_io_pct 0.2

create_clock -name clk0 -period $clk_period [get_ports {clk}]

set non_clock_inputs [all_inputs -no_clocks]
set_input_delay [expr $clk_period * $clk_io_pct] -clock clk0 $non_clock_inputs
set_output_delay [expr $clk_period * $clk_io_pct] -clock clk0 [all_outputs]
$ cat design.v
module FSM_divisible_by_7 (
    input clk,
    input rst,
    input data_in,
    output reg flag
);
    reg [2:0] remainder;         
    wire [2:0] next_remainder;   
    assign next_remainder = (remainder * 2 + data_in) % 7;
    always @(posedge clk or posedge rst) begin
        if (rst) begin
            remainder <= 3'b000;   
            flag <= 0;             
        end else begin
            remainder <= next_remainder;      
            flag <= (next_remainder == 3'b0);  
        end
    end
endmodule
==> COMMIT_EDITMSG <==
Refresh implementation metrics

* Result of the run: finished with violations
* Failing checks: setup timing
* Via count of the first global-routing pass: approximately 270
* Clock root cell: sky130_fd_sc_hd__clkbuf_4
* Wire length reported by the detailed router: approximately 680 µm
* Final Util: 15.97%
- The synthesized netlist contains 17 unique library cells.
* DP Cell Count: slightly below 90
* Max Transition Viols Final: 0
- CTS reports a maximum clock tree buffer depth of 2.
- Sequential share of the synthesized area: a little over a third
- The final layout reports a setup TNS of -0.5639 ns.
- After synthesis, the design contains 27 cells according to Yosys.
- The flow reports an fmax of around 0.50 GHz.
- Cell Chain, Critical Path: ha_2 > ha_4 > xnor2_2 > a41oi_2 > ha_4 > inv_2 > or4_1 > nand3b_1
- Type of destination of the critical path: flip-flop
- The script parses the final routing iteration and logs DRC violations as 0.
- Inserted Clock Buffers: 3
- Detail Placement HPWL: roughly 540 µm
* Crit start category: flip-flop
* Most common library cells after synthesis: 4 x sky130_fd_sc_hd__dfrtp_1, 3 x sky130_fd_sc_hd__ha_1, 3 x sky130_fd_sc_hd__inv_1
- Antenna violations before repair: 0
- Post-synthesis mux area share: about 8.0%
- For this block, the via count after detailed routing is 278.
- For reference, the final report shows the hold violation count at 0.
- Clk latency late pin: 0.24 ns
* Arrival time worst endpoint: approximately 2.2 ns
* Setup CP Type: flip-flop to flip-flop
- Number of warning messages in the logs: 28
* Post-layout minimum cycle time: roughly 2.0 ns
- Area share of the largest cell type after synthesis: between 30% and 40%
- Post-detailed-route count of antenna-violating nets: 0
* TritonCTS clock tree: built
- The highest metal layer carrying signal wires in the routed design is met3.
- Final clock period utilization by the worst path: 116.8%
* Synth Area in XOR/XNOR: under 10%
- Routed wirelength normalized by instance count: ~7.4 µm
- Number of top-level pins: 4
- For this run, the slowest stage of the critical path takes just over 0.5 ns.
- Post-CTS clock slew at the launch and capture registers of the worst setup and hold paths: around 0.04 ns
* Total met3 wirelength after detailed routing: approximately 34 µm
- The most common cell in the synthesized netlist is sky130_fd_sc_hd__dfrtp_1.
* Ratio of total power to cell area: around 2000 mW/mm²
* Wire length of the first global-routing pass: 1028 µm
- At the worst endpoint, the required time is 1.86 ns.
- The most critical hold endpoint after final layout shows a slack of 0.2872 ns.
* Fp_density: 8.242%
- From bottom edge to top edge, the die measures approximately 80 µm.
* Adder and majority gate portion of the synthesized area: a little over an eighth
- CTS Hold Buffers Added: 0
- Count of endpoints failing setup in the final report: 3
- The placement summary gives the final routability congestion estimate as approximately 0.73.
* Area taken by multi-input logic gates: around 230 µm²
- Crit path top cell by count: sky130_fd_sc_hd__ha_4
* GRT Overall Usage: about 2%
* Chip area: about 0.0064 mm²
- On the final layout, the worst clock skew is 0.006393 ns.
* Synth Area in Simple Gates: about a fifth
* Cells after synthesis: 27
- AO/OA Area Share: approximately 14%
- Share of post-route cells with drive strength above 1: 60.87%
- Largest net degree at the start of global routing: 6
* Setup repair after global routing missed its margin: true
- Once iteration 0 of detailed routing completed, the report listed 11 DRC markers.
- The biggest area contributor in the post-synthesis netlist is sky130_fd_sc_hd__dfrtp_1.
* Width of the die: around 80 µm
- Register bit count reported by yosys: 4
* Worst IR Drop VDD: around 0.50 mV
* Avg Vias per Cell: 3.022
- The post-placement cell area is about 480 µm².
- Input and output buffers added on the ports amount to 3.
- Post-synth EDFFs: 0
* Top cells by area: sky130_fd_sc_hd__dfrtp_1 36%, sky130_fd_sc_hd__ha_1 13%, sky130_fd_sc_hd__mux2_2 8.0%
- Each instance of the synthesized netlist takes up on average about 10 µm².
* Row count: 21
- Cell Count, Final, Fillers Out: 92
- The pin closest to its max-slew limit shows a slew of roughly 0.24 ns.
- Main logic family: simple AND/OR/NAND/NOR gates
* Worst-path fanout max: 2
- The core region is around 0.0034 mm².
* Count of antenna diodes in the layout: 0
- Per the CTS log, the maximum H-tree level is 1.
* Sink count of the clock tree: 4
* Max-capacitance violation count: 0
* Master of the slowest instance on the critical path: sky130_fd_sc_hd__or4_1
* FFs w/ async S/R, synth: 100.0%
* YS chip area: about 280 µm²
- The final power report lists total power as about 1.1 mW.
- Post-route met1 wirelength: between 200 and 300 µm
- The power report puts the leakage power at approximately 0.22 nW.
- Smallest setup slack after layout: -0.2854 ns
- Post-synthesis to final-layout area growth: 93.78%
- Seq. cell area: ~100 µm²
* Cell area after synthesis: approximately 280 µm²
- Summing all non-filler instances in the final layout gives an area of between 500 and 600 µm².
- Number of optimization iterations in the first detailed-route pass: 4
- Summed over all nets, wire length on met2 after detailed routing comes to ~350 µm.
* Most common reg cell: sky130_fd_sc_hd__dfrtp_1
- The filler cells instantiated in the layout total just under 400.
- Number of warnings reported in the yosys synthesis log: 1
- Global routing finished with a remaining overflow of 0.
- Per the slew report, the remaining headroom to the max-slew limit stands at a little over four fifths.
* Worst Setup Slack post-DPL: -0.3796 ns
* Worst hold-check path type: input port to async pin
## critical path: cells and delay by family (launching register included)
kind	cells	cell delay (ns)
AOI/OAI and AO/OA	1	0.23
xor gates and xnor gates	1	0.13
adders and majority gates	3	0.54
buffers and inverters	1	0.04
DFF	1	0.38
and+or+nand+nor	2	0.60
## state kept, by name, indices dropped and copies added, names as in the netlist
register	count
remainder	3
flag	1
## layer usage
layer / track usage [%] / vias up
li1: - / 142
met1: 2.206 / 131
met2: 3.291 / 5
met3: 0.9091 / 0
met4: 0.3521 / 0
met5: 0 / -
## power by group
group,internal [mW],total [mW],switching (mW)
sequential,0.143,0.173,0.0296
combinational,0.496,0.816,0.321
clock,0.0788,0.117,0.0377
total,0.718,1.11,0.388
## layout by cell type, fill, tap and decap left out
master                            count
sky130_fd_sc_hd__a41oi_2              1
sky130_fd_sc_hd__buf_4               13
sky130_fd_sc_hd__clkbuf_4             3
sky130_fd_sc_hd__clkdlybuf4s50_1      3
sky130_fd_sc_hd__dfrtp_1              4
sky130_fd_sc_hd__ha_2                 1
sky130_fd_sc_hd__ha_4                 2
sky130_fd_sc_hd__inv_1                2
sky130_fd_sc_hd__inv_2                1
sky130_fd_sc_hd__mux2_2               1
sky130_fd_sc_hd__mux2_4               1
sky130_fd_sc_hd__nand2_1              1
sky130_fd_sc_hd__nand3_1              1
sky130_fd_sc_hd__nand3b_1             2
sky130_fd_sc_hd__nand4_1              1
sky130_fd_sc_hd__nor4_2               1
sky130_fd_sc_hd__nor4b_1              1
sky130_fd_sc_hd__o21ai_1              1
sky130_fd_sc_hd__o21ai_2              1
sky130_fd_sc_hd__o21bai_2             1
sky130_fd_sc_hd__o22a_2               1
sky130_fd_sc_hd__or4_1                1
sky130_fd_sc_hd__xnor2_1              1
sky130_fd_sc_hd__xnor2_2              1
## path summary, 6_finish.rpt
check | cells after the start | startpoint | slack [ns] | to
min reg2reg | 3 | remainder[0] | 0.78 | remainder[2]
min in group clk0 | 3 | remainder[0] | 0.78 | remainder[2]
max | 8 | remainder[1] | -0.29 | flag
max in group asynchronous | 2 | rst | 1.26 | flag
min | 2 | rst | 0.29 | remainder[0]
max reg2reg | 8 | remainder[1] | -0.29 | flag
## layout make-up
cell class | count | share of cell area (%)
clock buffer | 3 | 4.128
multi-input combinational | 20 | 41.51
sequential | 4 | 18.35
inverter | 3 | 2.064
tap | 46 | 10.55
timing repair buffer | 16 | 23.39
## logic make-up (layout without fill, tap and decap cells)
| kind of cell | count (synthesis) | count (layout) |
|---|---|---|
| AND-OR/OR-AND | 5 | 5 |
| XOR/XNOR | 2 | 2 |
| adder cells (fa/ha/maj) | 3 | 3 |
| buffers and inverters | 3 | 22 |
| flip-flops | 4 | 4 |
| multiplexers | 2 | 2 |
| AND/OR/NAND/NOR | 8 | 8 |
## repair_timing
action,in CTS,in global routing
pin swaps,2,0
setup buffers,1,2
setup endpoints to repair,3,4
resized,4,3
Power and IR drop assume default switching activity.
